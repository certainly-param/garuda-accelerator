File: design/flow/run.sh
#!/bin/bash
# OpenROAD 26Q1-2900-gdf79404cd8, Yosys 0.63+post, stock flow scripts
make -C /OpenROAD-flow-scripts/flow DESIGN_CONFIG=/design/flow/config.mk WORK_HOME=/design/flow/orfs finish
File: design/flow/config.mk
export PLATFORM = sky130hd
export DESIGN_NAME = systolic_pe
export DESIGN_NICKNAME = systolic_pe
export VERILOG_FILES = /design/flow/design.v
export SDC_FILE = /design/flow/constraint.sdc
export NUM_CORES = 4
export LEC_CHECK = 1
export CORE_UTILIZATION = 40
File: design/flow/constraint.sdc
current_design systolic_pe

set clk_period 11.6
set clk_io_pct 0.2

create_clock -name clk0 -period $clk_period [get_ports {clk_i}]

set non_clock_inputs [all_inputs -no_clocks]
set_input_delay [expr $clk_period * $clk_io_pct] -clock clk0 $non_clock_inputs
set_output_delay [expr $clk_period * $clk_io_pct] -clock clk0 [all_outputs]
File: design/flow/design.v
module systolic_pe #(
    parameter int unsigned DATA_WIDTH = 8,     
    parameter int unsigned ACC_WIDTH  = 32,    
    parameter int unsigned PE_ID      = 0      
) (
    input  logic                        clk_i,
    input  logic                        rst_ni,
    input  logic [DATA_WIDTH-1:0]       weight_i,         
    input  logic [DATA_WIDTH-1:0]       activation_i,     
    input  logic [ACC_WIDTH-1:0]        partial_sum_i,    
    output logic [DATA_WIDTH-1:0]       weight_o,         
    output logic [DATA_WIDTH-1:0]       activation_o,     
    output logic [ACC_WIDTH-1:0]        partial_sum_o,    
    input  logic                        weight_load_i,    
    input  logic                        accumulate_en_i,  
    input  logic                        clear_acc_i       
);
  logic [DATA_WIDTH-1:0] weight_reg_q, weight_reg_d;
  logic [ACC_WIDTH-1:0]  accumulator_q, accumulator_d;
  logic [2*DATA_WIDTH-1:0] product;
  assign product = $signed(weight_reg_q) * $signed(activation_i);
  always_comb begin
    accumulator_d = accumulator_q;
    if (!rst_ni || clear_acc_i) begin
      accumulator_d = '0;
    end else if (accumulate_en_i) begin
      accumulator_d = accumulator_q + $signed(product) + $signed(partial_sum_i);
    end
  end
  always_comb begin
    weight_reg_d = weight_reg_q;
    if (weight_load_i) begin
      weight_reg_d = weight_i;   
    end
  end
  assign weight_o = weight_i;            
  assign activation_o = activation_i;    
  assign partial_sum_o = accumulator_q;  
  always_ff @(posedge clk_i or negedge rst_ni) begin
    if (!rst_ni) begin
      weight_reg_q <= '0;
      accumulator_q <= '0;
    end else begin
      weight_reg_q <= weight_reg_d;
      accumulator_q <= accumulator_d;
    end
  end
endmodule
==> metrics.yaml <==
critical_path:
  critical_path_class: "in2reg"
  setup.worst_path.end: "accumulator_q[31]"
  path_depth: 26
  crit_path_max_fanout: 10
  crit_start: "activation_i[7]"
  worstSetupEndpointType: "flip-flop"
  timing.rr.start: "weight_reg_q[0]"
  critPathTopFamily: "adder cells"
  timing.reg2reg.setup_slack_ps: 4340
  max_stage_delay_ps: 690
  cp.required_ps: 11770
  worst_reg2reg_endpoint: "accumulator_q[31]"
  worst-path-buf-inv: 4
  cp_startpoint_kind: "primary input"
  worst_ep_arrival_time_ps: 9580
  crit_path_frequent_cell: "sky130_fd_sc_hd__fa_1"
  slowest_stage: "sky130_fd_sc_hd__clkdlybuf4s50_1"
  ff2ff_path_depth: 25
worst_hold_path:
  min_from: "accumulator_q[22]"
  type_of_the_worst_min_delay_path: "reg2reg"
synthesis:
  syn_area_per_cell_um2: 8.90
  cell_types_with_the_largest_area_share_after_synthesis: "sky130_fd_sc_hd__fa_1 22%, sky130_fd_sc_hd__dfrtp_1 16%, sky130_fd_sc_hd__ha_1 14%, sky130_fd_sc_hd__inv_1 7.8%, sky130_fd_sc_hd__and2_1 4.6%"
  synth_dominant_cell_count: "sky130_fd_sc_hd__inv_1"
  syn_inst: 723
  synth.mux.area_fraction_pct: 5.02
  synth-simple-area-share_pct: 14.5
  synth.cell_area_mm2: 0.00644
  synth_area_leader: "sky130_fd_sc_hd__fa_1"
  ys_warn_count: 1
  yosysChipArea_mm2: 0.00644
  async_reset_ff_share_pct: 100
  synth_largest_type_area_fraction_pct: 22.4
  topCombFamilyByArea: "adder cells"
  synth.ff_latch_count: 40
  synth_top_flop_cell: "sky130_fd_sc_hd__dfrtp_1"
  ys_sh_xor_pct: 5.03
  ys_top_cells_by_count: "134 x sky130_fd_sc_hd__inv_1, 74 x sky130_fd_sc_hd__ha_1, 72 x sky130_fd_sc_hd__fa_1"
  synth.cellmix.adderShare_pct: 36.8
  ys_cells: 723
  share_of_synthesized_cell_area_in_and_or_and_or_and_compound_cells_pct: 12.5
  synth.lib_cells_used.distinct: 52
  edf_count: 0
  synth.yosys.seq_area_share_pct: 15.6
drt:
  first_pass_detailed_route_iteration_total: 15
  route.detailed.vias_per_inst: 4.95
  ant_nets: 0
  antennaDiodeCount: 0
  via_count: 5047
  detail_route.wirelength_um: 14500
  detail_route.wl_per_cell_um: 14.2
  drt_iter0_drc: 169
  remaining_drc_errors: 0
floorplanning:
  floorplan.die.height_um: 129
  rows: 46
  die_width_um: 129
  floorplan.io_pins: 101
  dieArea_mm2: 0.0166
  floorplan.initialDensity_pct: 40.8
  core_area_mm2: 0.0158
sta:
  worst_slew_pin_slew_ps: 583
  max_freq_mhz: 106
  maxSlewHeadroom_pct: 61.1
  rsz0062_at_grt: "no"
  setup_viol_count_final: 0
  min_period_ps: 9410
  final_hold_viol_count: 0
  totalNegativeSetupSlack_ps: 0
  fin_crit_sh_pct: 81.1
  finClkSkew_ps: 3.32
  final_max_slew_viols: 0
cts:
  htree_levels: 2
  clk_root_buffer_cell: "sky130_fd_sc_hd__clkbuf_16"
  tritoncts: "built"
  post_cts_hold_buffers: 0
  worst_setup_hold_path_clk_slew_ps: 60
  worstSkewPairLatency_ps: 290
  cts_post_setup_buffers_inserted: 0
  tritoncts.num_buffers: 5
  cts_max_path_buffers: 2
  clock_sink_count: 40
  cts-resized-gates: 0
place:
  numPortBuffers: 100
  dp.final_hpwl_um: 11800
  place_congestion: 0.887
  placedInstanceArea_mm2: 0.00755
global_route:
  grt_start_max_net_pins: 43
  global_route_wire_length_before_repair_um: 25400
  first_global_vias: 5276
  grt-ovfl-total: 0
  grt_antenna_before_repair: 0
  grt_use_total_pct: 20.0
finish:
  finish.instance_area_mm2: 0.00768
  syn2layout_area_growth_pct: 19.4
  drive_above_1_share_pct: 3.49
job:
  number_of_openroad_warnings: 25
  max-cap-violations: 0
status:
  status: "complete, no violations"
[kinds of logic after synthesis]
kind of cell,Yosys count
fa+ha+maj,146
buf+inv,165
xor+xnor,37
simple gates,183
mux,31
flops,40
compound gates,121
[flip-flops by register name, indices dropped and copies added, names as in the netlist]
name / flops
accumulator_q: 32
weight_reg_q: 8
[area by class of cell]
type / count / area [um^2]
Fill cell: 1507 / 8090
Multi-Input combinational cell: 518 / 4760
Timing Repair Buffer: 104 / 1020
Sequential cell: 40 / 1000
Inverter: 134 / 503
Tap cell: 216 / 270
Clock buffer: 6 / 129
Clock inverter: 1 / 5.00
[per-layer routing]
metal | track usage (%) | vias to the layer above | part of all wire [%]
li1 | - | 2510 | -
met1 | 31.1 | 2414 | 50
met2 | 31.3 | 118 | 44
met3 | 4.02 | 5 | 5.1
met4 | 1.18 | 0 | 0.70
met5 | 0 | - | 0
[worst min-delay path by stage]
stage | cells past startpoint | slack (ps) | endpoint
after CTS | 1 | 560 | accumulator_q[26]
after global routing | 1 | 570 | accumulator_q[26]
final | 1 | 550 | accumulator_q[22]
[stage by stage]
stage                     setup WS [ps]  util, %  hold slack (ps)  instances
after global placement             1970     47.9              525       1012
after floorplan                    2980        -              479        723
after CTS                          2160     48.7              556       1019
after global routing               1580     48.7              573       1019
after detailed placement           1900     47.9              542       1012
final                              2190     48.7              554       1019
[cells in the final DEF, fill, tap and decap left out, types with 3 or more instances in the layout]
master	netlist	layout
sky130_fd_sc_hd__o211ai_1	3	3
sky130_fd_sc_hd__o21bai_1	6	6
sky130_fd_sc_hd__nand3_1	18	18
sky130_fd_sc_hd__fa_1	72	72
sky130_fd_sc_hd__and2_1	47	47
sky130_fd_sc_hd__mux2i_1	21	21
sky130_fd_sc_hd__buf_4	16	4
sky130_fd_sc_hd__nand2b_1	6	6
sky130_fd_sc_hd__clkdlybuf4s50_1	0	98
sky130_fd_sc_hd__mux2_2	9	9
sky130_fd_sc_hd__ha_1	74	74
sky130_fd_sc_hd__o21ai_1	5	5
sky130_fd_sc_hd__a211oi_1	10	10
sky130_fd_sc_hd__a31oi_1	3	3
sky130_fd_sc_hd__nand2_1	31	31
sky130_fd_sc_hd__o21a_1	9	9
sky130_fd_sc_hd__and3_1	4	4
sky130_fd_sc_hd__dfrtp_1	40	40
sky130_fd_sc_hd__a2111oi_0	3	3
sky130_fd_sc_hd__inv_1	134	134
sky130_fd_sc_hd__a21o_1	13	13
sky130_fd_sc_hd__o21ai_0	12	12
sky130_fd_sc_hd__nor2b_1	13	13
sky130_fd_sc_hd__a21oi_1	38	38
sky130_fd_sc_hd__nor3_1	9	9
sky130_fd_sc_hd__xor2_1	8	8
sky130_fd_sc_hd__nor2_1	42	42
sky130_fd_sc_hd__xnor2_1	29	29
sky130_fd_sc_hd__clkbuf_16	0	5
sky130_fd_sc_hd__nand4_1	5	5
sky130_fd_sc_hd__a31o_2	3	3
