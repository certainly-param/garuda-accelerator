==> flow/design.v <==
module address_generation_unit #(
    parameter int unsigned ADDR_WIDTH      = 32,
    parameter int unsigned MAX_BURST_SIZE  = 128,   
    parameter int unsigned BURST_ALIGN  = 32      
) (
    input  logic                        clk_i,
    input  logic                        rst_ni,
    input  logic                        cfg_valid_i,
    input  logic [ADDR_WIDTH-1:0]       base_addr_i,       
    input  logic [ADDR_WIDTH-1:0]       stride_i,          
    input  logic [15:0]                 count_i,           
    input  logic [ADDR_WIDTH-1:0]       element_size_i,    
    input  logic [2:0]                  access_pattern_i,  
    input  logic                        start_i,
    output logic                        cfg_ready_o,
    output logic                        addr_valid_o,
    output logic [ADDR_WIDTH-1:0]       addr_o,
    output logic [7:0]                  burst_len_o,       
    output logic [2:0]                  burst_size_o,      
    output logic                        last_addr_o,       
    input  logic                        addr_ready_i,
    output logic                        done_o,
    output logic [15:0]                 remaining_o        
);
  typedef enum logic [2:0] {
    IDLE,
    CALC_BURST,
    GEN_ADDR,
    WAIT_READY,
    DONE
  } agu_state_t;
  agu_state_t state_q, state_d;
  logic [ADDR_WIDTH-1:0] base_addr_q, base_addr_d;
  logic [ADDR_WIDTH-1:0] stride_q, stride_d;
  logic [15:0]           count_q, count_d;
  logic [15:0]           remaining_q, remaining_d;
  logic [ADDR_WIDTH-1:0] current_addr_q, current_addr_d;
  logic [ADDR_WIDTH-1:0] element_size_q, element_size_d;
  logic [2:0]            pattern_q, pattern_d;
  logic [7:0]            burst_len;
  logic [2:0]            burst_size;
  logic [ADDR_WIDTH-1:0] aligned_addr;
  logic                  can_coalesce;
  always_comb begin
    logic [ADDR_WIDTH-1:0] addr_mask;
    addr_mask = (BURST_ALIGN - 1);
    aligned_addr = (current_addr_q & ~addr_mask);   
    logic [ADDR_WIDTH-1:0] bytes_to_transfer;
    bytes_to_transfer = remaining_q * element_size_q;
    if (element_size_q == 1) begin
      burst_size = 3'b000;   
    end else if (element_size_q == 2) begin
      burst_size = 3'b001;   
    end else if (element_size_q == 4) begin
      burst_size = 3'b010;   
    end else if (element_size_q == 8) begin
      burst_size = 3'b011;   
    end else begin
      burst_size = 3'b010;   
    end
    logic [ADDR_WIDTH-1:0] max_burst_bytes;
    max_burst_bytes = (remaining_q * element_size_q < MAX_BURST_SIZE) ? 
                      (remaining_q * element_size_q) : MAX_BURST_SIZE;
    max_burst_bytes = (max_burst_bytes & ~((1 << burst_size) - 1));
    burst_len = ((max_burst_bytes >> burst_size) > 256) ? 
                255 : ((max_burst_bytes >> burst_size) - 1);
    can_coalesce = (remaining_q > 1) && 
                   (pattern_q == 3'b000) &&   
                   ((current_addr_q & addr_mask) == 0);   
  end
  always_comb begin
    state_d = state_q;
    base_addr_d = base_addr_q;
    stride_d = stride_q;
    count_d = count_q;
    remaining_d = remaining_q;
    current_addr_d = current_addr_q;
    element_size_d = element_size_q;
    pattern_d = pattern_q;
    cfg_ready_o = 1'b0;
    addr_valid_o = 1'b0;
    addr_o = aligned_addr;
    burst_len_o = burst_len;
    burst_size_o = burst_size;
    last_addr_o = 1'b0;
    done_o = 1'b0;
    remaining_o = remaining_q;
    case (state_q)
      IDLE: begin
        cfg_ready_o = 1'b1;
        if (cfg_valid_i && start_i) begin
          base_addr_d = base_addr_i;
          stride_d = stride_i;
          count_d = count_i;
          remaining_d = count_i;
          current_addr_d = base_addr_i;
          element_size_d = element_size_i;
          pattern_d = access_pattern_i;
          state_d = CALC_BURST;
        end
      end
      CALC_BURST: begin
        state_d = GEN_ADDR;
      end
      GEN_ADDR: begin
        addr_valid_o = 1'b1;
        addr_o = aligned_addr;
        burst_len_o = burst_len;
        burst_size_o = burst_size;
        last_addr_o = (remaining_q <= (burst_len + 1));
        if (addr_ready_i) begin
          case (pattern_q)
            3'b000: begin   
              logic [ADDR_WIDTH-1:0] bytes_transferred;
              bytes_transferred = (burst_len + 1) << burst_size;
              current_addr_d = current_addr_q + bytes_transferred;
              remaining_d = remaining_q - ((burst_len + 1));
            end
            3'b001: begin   
              current_addr_d = current_addr_q + stride_q;
              remaining_d = remaining_q - 1;
            end
            default: begin   
              current_addr_d = current_addr_q + element_size_q;
              remaining_d = remaining_q - 1;
            end
          endcase
          if (remaining_d == 0) begin
            state_d = DONE;
          end else begin
            state_d = CALC_BURST;
          end
        end
      end
      DONE: begin
        done_o = 1'b1;
        if (!cfg_valid_i) begin
          state_d = IDLE;
        end
      end
      default: begin
        state_d = IDLE;
      end
    endcase
  end
  always_ff @(posedge clk_i or negedge rst_ni) begin
    if (!rst_ni) begin
      state_q <= IDLE;
      base_addr_q <= '0;
      stride_q <= '0;
      count_q <= '0;
      remaining_q <= '0;
      current_addr_q <= '0;
      element_size_q <= '0;
      pattern_q <= '0;
    end else begin
      state_q <= state_d;
      base_addr_q <= base_addr_d;
      stride_q <= stride_d;
      count_q <= count_d;
      remaining_q <= remaining_d;
      current_addr_q <= current_addr_d;
      element_size_q <= element_size_d;
      pattern_q <= pattern_d;
    end
  end
endmodule
==> flow/run.sh <==
#!/bin/bash
# OpenROAD 26Q1-2900-gdf79404cd8, Yosys 0.63+post, stock flow scripts
make -C /OpenROAD-flow-scripts/flow DESIGN_CONFIG=/design/flow/config.mk WORK_HOME=/design/flow/orfs finish
==> flow/config.mk <==
export PLATFORM = sky130hd
export DESIGN_NAME = address_generation_unit
export DESIGN_NICKNAME = address_generation_unit
export VERILOG_FILES = /design/flow/design.v
export SDC_FILE = /design/flow/constraint.sdc
export NUM_CORES = 4
export LEC_CHECK = 1
export CORE_UTILIZATION = 50
==> flow/constraint.sdc <==
current_design address_generation_unit

set clk_period 23.5
set clk_io_pct 0.2

create_clock -name clk0 -period $clk_period [get_ports {clk_i}]

set non_clock_inputs [all_inputs -no_clocks]
set_input_delay [expr $clk_period * $clk_io_pct] -clock clk0 $non_clock_inputs
set_output_delay [expr $clk_period * $clk_io_pct] -clock clk0 [all_outputs]
==> notes.md <==
Implementation summary

The global routing usage on met2 is 0.479. The first global-routing pass estimated 96,600 µm of wire. The script computed a power per unit cell area of 22.6 nW/µm². The via count of the first global-routing pass was 17,400. The weighted congestion reported at the end of routability-driven placement is 0.961. The kind of launch point of the worst setup path is a register. The upper clock frequency limit is 0.0617 GHz. The most numerous cell on the critical path is sky130_fd_sc_hd__fa_1. The horizontal extent of the die is 205 µm.

After synthesis the cells add up to 20,600 µm². By instance count, the leading cell after synthesis is sky130_fd_sc_hd__nand2_1. Per the layout report, the design carries 3,550 filler cells. The commonest cells after synthesis are sky130_fd_sc_hd__nand2_1, sky130_fd_sc_hd__inv_1, sky130_fd_sc_hd__fa_1. The HPWL reported at the end of detailed placement is 47,200 µm. Buffers added to address setup during post-CTS repair amount to 0. Between the synthesized netlist and the finished layout, the area growth was recorded as 12.5%. For this run, the register share of the synthesized area comes to 0.145. Once iteration 0 of detailed routing completed, the report listed 880 DRC markers. The setup slack of the worst register-to-register path is 10.19 ns. The maximum count of clock buffers along a single path is 2. Per the timing report, the most critical flop-to-flop path originates at remaining_q[3].

The smallest setup slack after layout is 7.28 ns. Dividing the final minimum period by the clock period gives 0.690. The clock tree from TritonCTS is done. According to the I/O placement log, the pin count is 183. Of the post-synthesis cell area, the dominant cell type holds 0.297.

The worst clock skew is 0.00815 ns. The number of setup violations in the final report is 0. The register bit total from synthesis is 119. The number of different library cells in the post-synthesis netlist is 74.

The number of cells reported by Yosys stat comes to 2,427. In the routed layout, each cell is associated on average with a via count of 5.47. The number of failing hold endpoints at the final stage is 0.

The worst setup path is captured at an output port. The delay of the slowest critical-path stage is 0.69 ns. In the final layout, the share of cells above drive strength 1 is 0.0670. The die footprint is 42,000 µm².

The later pin in the worst-skew pair is clocked with a latency of 0.42 ns. The tool warning count for the run is 27. The script logs the mean routed wire length per placed instance as 20.1 µm. The Yosys chip area is 20,600 µm². The busiest layer in global routing is met2.

The maximum number of pins on one net before global-route repair is 55. Per the placement log, port buffering inserted 176 buffers. The top cell type by total area after synthesis is sky130_fd_sc_hd__fa_1. The highest-delay cell along the critical path is sky130_fd_sc_hd__dfrtp_1. In this run the remaining antenna-violating nets after routing total 0. The via count of the routed design is 16,600. The share of async-settable or async-resettable flops after synthesis is 1.00. Per the post-place timing report, worst setup slack is 7.82 ns. For met3 alone, demand over resource in global routing was 0.133. The initial antenna violation count came to 10. The post-synth tally of flip-flops with integrated enable is 0.

According to the report, the first pass of detailed routing completed in 5 iterations. The worst register-to-register path depth is 46. At the floorplan stage, the core utilization is reported as 0.513.

The final max-slew violation count recorded for this run is 0. Across the run, the number of max-cap violations was 0. The run finished with clean final reports.

The worst-case max-slew headroom was logged as 0.404. In this run the core area contains 73 standard-cell rows. At the pin with the least slew margin, the transition time is 0.884 ns. The maximum fanout along the worst path is 19. The number of levels the H-tree was split into is 4. The data arrival time reported for the critical path is 11.52 ns. The global-route usage over all layers is 0.321. The routed design could run at a clock period as short as 16.22 ns. The critical path required time is 18.80 ns. Hold repair after CTS inserted 0 buffers. The total overflow left after global routing is 0.

The total area inside the core boundary comes to 40,200 µm². The wire length recorded after detailed routing is 60,900 µm. The area taken by multi-input combinational cells is reported as 15,400 µm². The synthesis report lists the Yosys warning total as 1.

The number of placed instances, taps included is 3,000. The number of sinks driven by the clock tree is 119. A synthesized cell averages 8.49 µm². The cell depth of the worst min-delay path is 1. The global routing report lists met1 layer usage as 0.455. The kind of critical path is reg2out.

The leakage component of the power is 10.9 nW. Looking at the hold checks, the worst path lands on state_q[2]. On the worst setup and hold paths after CTS, the clock-pin slew comes to 0.05 ns. The routed layout reports a DRC error count of 0.

The floorplan step set the die height to 205 µm. The buffer type at the clock tree root is sky130_fd_sc_hd__clkbuf_16. Setup repair after global routing left no endpoint under its margin.

The number of buffers added by the clock tree synthesis step is 17. The layout report lists the combined flip-flop and latch area as 2980 µm². Post-CTS repair changed the size of 0 cells. The classification of the worst-slack hold path is reg2reg. Per the post-synthesis report, the number of cells in the design is 2,427. For the worst min-delay path, the startpoint reported by OpenROAD is state_q[3]. The maximum resistive drop on vdd is 47.1 µV. The final cell count without fillers is 3,034. The most used flip-flop cell after synthesis is sky130_fd_sc_hd__dfrtp_1. The capture instance of the worst register-to-register path is current_addr_q[31].

The aggregate negative setup slack is 0 ns. Yosys attributes the largest share of cell area to sky130_fd_sc_hd__fa_1, sky130_fd_sc_hd__dfrtp_1, sky130_fd_sc_hd__nand2_1, sky130_fd_sc_hd__ha_1, sky130_fd_sc_hd__inv_1.
-- how the worst max path moves through the flow --
stage,start,end,slack (ns),cells past startpoint
CTS,remaining_q[3],last_addr_o,7.26,37
finish,remaining_q[3],last_addr_o,7.28,37
global route,remaining_q[3],last_addr_o,6.71,37
-- where the power goes --
part / switching [mW] / internal [mW]
Clock: 0.0958 / 0.164
Combinational: 0.0248 / 0.0293
Sequential: 0.00352 / 0.207
-- cells in the final DEF (no fill, tap or decap), types with 13 or more instances in the layout --
| cell | count |
|---|---|
| sky130_fd_sc_hd__ha_1 | 117 |
| sky130_fd_sc_hd__mux2i_1 | 36 |
| sky130_fd_sc_hd__xnor2_1 | 55 |
| sky130_fd_sc_hd__fa_1 | 306 |
| sky130_fd_sc_hd__a21o_1 | 27 |
| sky130_fd_sc_hd__clkbuf_16 | 17 |
| sky130_fd_sc_hd__inv_1 | 376 |
| sky130_fd_sc_hd__buf_4 | 45 |
| sky130_fd_sc_hd__o21ai_0 | 95 |
| sky130_fd_sc_hd__mux2_2 | 72 |
| sky130_fd_sc_hd__dfrtp_1 | 117 |
| sky130_fd_sc_hd__nand2_1 | 407 |
| sky130_fd_sc_hd__nor3_1 | 20 |
| sky130_fd_sc_hd__clkdlybuf4s50_1 | 175 |
| sky130_fd_sc_hd__nand2b_1 | 15 |
| sky130_fd_sc_hd__a21oi_1 | 115 |
| sky130_fd_sc_hd__nand3_1 | 44 |
| sky130_fd_sc_hd__and3_1 | 13 |
| sky130_fd_sc_hd__nor2_1 | 76 |
| sky130_fd_sc_hd__and2_1 | 144 |
| sky130_fd_sc_hd__xor2_1 | 28 |
-- metal layers --
| metal | wire, µm | vias to the layer above |
|---|---|---|
| met5 | 104 | - |
| met4 | 1830 | 14 |
| met3 | 6080 | 94 |
| met2 | 27400 | 646 |
| met1 | 25500 | 8051 |
| li1 | - | 7794 |
-- area by class of cell --
type / instances / area share
Multi-Input combinational cell: 1758 / 0.666
Sequential cell: 119 / 0.129
Timing Repair Buffer: 220 / 0.0902
Inverter: 378 / 0.0612
Tap cell: 525 / 0.0283
Clock buffer: 24 / 0.0208
Clock inverter: 7 / 0.00410
Antenna cell: 3 / 0.000324
-- cell families after synthesis --
family,synth area share
xor+xnor,0.0353
fa+ha+maj,0.368
compound gates,0.109
other cells,0.000182
buf+inv,0.107
simple gates,0.177
flops,0.145
mux,0.0579
-- per-stage QoR --
step / total power [mW] / util / instance area, µm² / hold WS (ns)
3_3_place_gp: 0.268 / 0.562 / 22600 / 0.415
4_1_cts: 0.529 / 0.577 / 23200 / 0.437
5_1_grt: 0.542 / 0.577 / 23200 / 0.471
6_report: 0.524 / 0.577 / 23200 / 0.438
2_1_floorplan: 0.233 / - / 20600 / 0.408
3_5_place_dp: 0.268 / 0.562 / 22600 / 0.427
-- critical path: cells and delay by family, from the launching register on --
| family | cells | cell delay, ns |
|---|---|---|
| flops | 1 | 0.69 |
| xor+xnor | 3 | 0.87 |
| fa+ha+maj | 9 | 4.25 |
| simple gates | 8 | 1.54 |
| buf+inv | 6 | 1.35 |
| compound gates | 11 | 2.37 |
-- flip-flops by register name, summed over array words and instances (netlist names) --
register and count:
state_q 4, remaining_q 16, element_size_q 32, pattern_q 3, current_addr_q 32, stride_q 32
Power is estimated from default activity; no workload was simulated.
