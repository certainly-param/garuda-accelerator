File: /design/flow/run.sh
#!/bin/bash
# OpenROAD 26Q1-2900-gdf79404cd8, Yosys 0.63+post, stock flow scripts
make -C /OpenROAD-flow-scripts/flow DESIGN_CONFIG=/design/flow/config.mk WORK_HOME=/design/flow/orfs finish
File: /design/flow/config.mk
export PLATFORM = sky130hd
export DESIGN_NAME = attention_microkernel_engine
export DESIGN_NICKNAME = attention_microkernel_engine
export VERILOG_FILES = /design/flow/design.v
export SDC_FILE = /design/flow/constraint.sdc
export NUM_CORES = 4
export LEC_CHECK = 1
export CORE_UTILIZATION = 50
File: /design/flow/constraint.sdc
current_design attention_microkernel_engine

set clk_period 33.3
set clk_io_pct 0.2

create_clock -name clk0 -period $clk_period [get_ports {clk_i}]

set non_clock_inputs [all_inputs -no_clocks]
set_input_delay [expr $clk_period * $clk_io_pct] -clock clk0 $non_clock_inputs
set_output_delay [expr $clk_period * $clk_io_pct] -clock clk0 [all_outputs]
File: /design/flow/design.v
`timescale 1ns / 1ps
module attention_microkernel_engine #(
    parameter int unsigned XLEN      = 32,
    parameter int unsigned MAX_K     = 256,   
    parameter int unsigned WORD_ELEMS = 4     
) (
    input  logic                   clk_i,
    input  logic                   rst_ni,
    input  logic                   cfg_valid_i,
    input  logic [$clog2(MAX_K+1)-1:0] cfg_k_i,         
    input  logic signed [15:0]      cfg_scale_i,        
    input  logic [3:0]             cfg_shift_i,        
    input  logic signed [31:0]      cfg_clip_min_i,
    input  logic signed [31:0]      cfg_clip_max_i,
    input  logic                   cfg_enable_scale_i,
    input  logic                   cfg_enable_clip_i,
    input  logic                   load_q_valid_i,
    input  logic [$clog2((MAX_K+WORD_ELEMS-1)/WORD_ELEMS)-1:0] load_q_idx_i,
    input  logic [31:0]            load_q_word_i,
    input  logic                   load_k_valid_i,
    input  logic [$clog2((MAX_K+WORD_ELEMS-1)/WORD_ELEMS)-1:0] load_k_idx_i,
    input  logic [31:0]            load_k_word_i,
    input  logic                   start_i,
    output logic                   busy_o,
    output logic                   done_o,
    output logic                   result_valid_o,
    output logic signed [31:0]      result_o
);
  localparam int unsigned MAX_WORDS = (MAX_K + WORD_ELEMS - 1) / WORD_ELEMS;
  localparam int unsigned WORD_W    = $clog2(MAX_WORDS);
  logic [31:0] q_words [0:MAX_WORDS-1];
  logic [31:0] k_words [0:MAX_WORDS-1];
  logic [$clog2(MAX_K+1)-1:0] k_q;
  logic signed [15:0]         scale_q;
  logic [3:0]                 shift_q;
  logic signed [31:0]         clip_min_q, clip_max_q;
  logic                       en_scale_q, en_clip_q;
  typedef enum logic [1:0] {IDLE, RUN, FINALIZE} state_t;
  state_t state_q, state_d;
  logic [WORD_W-1:0] word_idx_q, word_idx_d;
  logic [WORD_W-1:0] k_words_q;
  logic signed [31:0] acc_q, acc_d;
  logic signed [31:0] dot4;
  function automatic logic signed [7:0] s8(input logic [7:0] b);
    s8 = $signed(b);
  endfunction
  always @(*) begin
    logic [31:0] qw;
    logic [31:0] kw;
    qw = q_words[word_idx_q];
    kw = k_words[word_idx_q];
    dot4 =
      ($signed(s8(qw[7:0]))   * $signed(s8(kw[7:0])))   +
      ($signed(s8(qw[15:8]))  * $signed(s8(kw[15:8])))  +
      ($signed(s8(qw[23:16])) * $signed(s8(kw[23:16]))) +
      ($signed(s8(qw[31:24])) * $signed(s8(kw[31:24])));
  end
  always_comb begin
    k_words_q = WORD_W'((k_q + (WORD_ELEMS-1)) / WORD_ELEMS);
  end
  always_comb begin
    state_d = state_q;
    word_idx_d = word_idx_q;
    acc_d = acc_q;
    busy_o = (state_q != IDLE);
    done_o = 1'b0;
    result_valid_o = 1'b0;
    result_o = '0;
    case (state_q)
      IDLE: begin
        acc_d = '0;
        word_idx_d = '0;
        if (start_i) begin
          state_d = RUN;
        end
      end
      RUN: begin
        acc_d = acc_q + dot4;
        if (word_idx_q == (k_words_q - 1)) begin
          state_d = FINALIZE;
        end else begin
          word_idx_d = word_idx_q + 1;
        end
      end
      FINALIZE: begin
        logic signed [31:0] tmp;
        tmp = acc_q;
        if (en_scale_q) begin
          logic signed [47:0] prod;
          prod = $signed(tmp) * $signed(scale_q);  
          tmp = $signed(prod >>> (8 + shift_q));
        end
        if (en_clip_q) begin
          if (tmp > clip_max_q) tmp = clip_max_q;
          else if (tmp < clip_min_q) tmp = clip_min_q;
        end
        result_o = tmp;
        result_valid_o = 1'b1;
        done_o = 1'b1;
        state_d = IDLE;
      end
      default: begin
        state_d = IDLE;
      end
    endcase
  end
  integer i_init;
  always_ff @(posedge clk_i or negedge rst_ni) begin
    if (!rst_ni) begin
      state_q <= IDLE;
      word_idx_q <= '0;
      acc_q <= '0;
      k_q <= '0;
      scale_q <= '0;
      shift_q <= '0;
      clip_min_q <= '0;
      clip_max_q <= '0;
      en_scale_q <= 1'b0;
      en_clip_q <= 1'b0;
      for (i_init = 0; i_init < MAX_WORDS; i_init = i_init + 1) begin
        q_words[i_init] <= '0;
        k_words[i_init] <= '0;
      end
    end else begin
      state_q <= state_d;
      word_idx_q <= word_idx_d;
      acc_q <= acc_d;
      if (cfg_valid_i) begin
        k_q <= cfg_k_i;
        scale_q <= cfg_scale_i;
        shift_q <= cfg_shift_i;
        clip_min_q <= cfg_clip_min_i;
        clip_max_q <= cfg_clip_max_i;
        en_scale_q <= cfg_enable_scale_i;
        en_clip_q <= cfg_enable_clip_i;
      end
      if (load_q_valid_i) begin
        q_words[load_q_idx_i] <= load_q_word_i;
      end
      if (load_k_valid_i) begin
        k_words[load_k_idx_i] <= load_k_word_i;
      end
    end
  end
endmodule
==> metrics.cfg <==
[outcome]
status=complete, no violations

[floorplanning]
initial_core_util_pct=50.25
ioPinCount=212
core_region_area_sq_um=434800
dieArea_sq_um=439600
die_w_um=663.0
die_y_um=663.0
rows=242

[placement]
place_congestion=0.9324
dp_hpwl_um=534200
port_buffers=210
dp.cells=22330

[logic_synthesis]
synth-edff-count=0
ys.flops=4230
yosys_most_used_dff=dfrtp_1
synth.distinct_cells=83
yosys_warnings=3
async_flop_share_pct=100.0
ys_seq_share_pct=48.45
ys_chip_area_sq_um=218500
synth.avg_cell_area_sq_um=12.74
ys_cells=17150
syn_area_sq_um=218500
synth_cells=17150

[clock_tree]
clk_pin_slew_worst_paths_ns=0.06
cts-root-buf=clkbuf_16
worstSkewPairLatency_ns=1.06
clock_sinks=4230
cts_tree=built
clockBufferDepth=4
h-tree-depth=5
cts_buffers=442
cts.repair.resized=0
hold_buffers=0
post_cts_buffers=0

[grt]
gr-total-overflow=0
grt_usage_pct=42.78
grt_start_max_net_pins=123
grt_pass1_vias=154900
antenna_found_initial=78
grt_pass1_wl_um=1235000

[setup_path]
worstSetupEndpointType=output pin
cp_max_fo=17
arrival_ns=13.85
slowest_delay_ns=0.70
cp-endpoint=result_o[23]
setup.worst_path.class=reg -> out
cp-startpoint=acc_q[11]
timing.rr.start=word_idx_q[0]
reg2reg_to=acc_q[30]
cp_slowest_cell=dfrtp_1
r2r_cells=40
critPathMostFrequentCell=fa_1
ff2ff_setup_slack_ns=20.32
cp.required_ns=26.64
critPathLaunchType=register

[layout]
fin_cells=23220
mi_logic_area_sq_um=104100
fill_cells=35230
syn2layout_area_growth_pct=11.75
final_layout_size_suffix_gt1_share_pct=34.53
seqCellArea_sq_um=105900

[route]
num_vias=155000
wl_um=884200
drc=0
antenna_left=0
vias_per_cell=6.676
wl_per_cell_um=38.08
drt_iter0_markers=13830
dr.pass1.iters=6

[sta]
final.setup_skew_ns=0.1015
slew_headroom_pct=31.04
worst_pin_slew_ns=1.032
finalMaxSlewViolations=0
layout_min_cycle_time_ns=20.51
fin_tns_setup_ns=0
final_hold_viol_count=0
fin_crit_sh_pct=61.59
fmax_mhz=48.75
finalSetupViolCount=0
rsz0062_at_grt=no

[flow_run]
tool_warnings=80
cap_violations=0

[worst_hold_path]
worstHoldStart=acc_q[7]
hold_path.class=reg -> reg

layer usage:
layer	track usage [%]	share of wire (%)
met5	1.639	0.19
met1	58.28	37
met2	56.96	42
met3	24.22	15
met4	20.68	6.2
cell type report:
cell class	count	share of cell area, %
diodes	96	0.09839
clock buffers	679	5.426
multi-input cells	10230	42.64
inverters	1190	1.830
clock inverters	117	0.5335
flip-flops and latches	4230	43.35
repair buffers	944	3.182
well taps	5734	2.938
state kept, by name, summed over array words and instances, names as in the netlist:
| name | count |
|---|---|
| k_words | 2048 |
| shift_q | 4 |
| clip_min_q | 32 |
| clip_max_q | 32 |
| word_idx_q | 6 |
| state_q | 2 |
| en_clip_q | 1 |
| acc_q | 32 |
| en_scale_q | 1 |
| q_words | 2048 |
| scale_q | 16 |
| k_q | 8 |
worst min-delay path by stage:
| stage | cells after the start | endpoint | slack (ns) |
|---|---|---|---|
| CTS | 2 | acc_q[7] | 0.49 |
| global route | 1 | q_words[18][30] | 0.51 |
| finish | 2 | acc_q[7] | 0.49 |
cell usage after synthesis (all sizes together) (17+ instances only):
| cell | n | area, sq um |
|---|---|---|
| a21o | 46 | 345.3 |
| nand2b | 39 | 244.0 |
| o21a | 46 | 345.3 |
| nor4 | 35 | 219.0 |
| buf | 439 | 1689 |
| nand3 | 107 | 535.5 |
| a31oi | 17 | 106.4 |
| a221oi | 731 | 6402 |
| or4 | 46 | 349.1 |
| xor2 | 35 | 306.5 |
| o21ai | 165 | 825.8 |
| a22oi | 485 | 3641 |
| nor3 | 88 | 440.4 |
| nand2 | 643 | 2416 |
| xnor2 | 57 | 499.2 |
| nand4 | 300 | 1877 |
| and3 | 23 | 143.9 |
| a211oi | 28 | 215.2 |
| a21oi | 120 | 600.6 |
| clkbuf | 1056 | 3964 |
| o21bai | 18 | 135.1 |
| dfrtp | 4230 | 105900 |
| nor2 | 352 | 1321 |
| o221a | 29 | 326.6 |
| and2 | 207 | 1295 |
| mux2 | 4132 | 46530 |
| a22o | 734 | 6429 |
| fa | 944 | 18900 |
| nor2b | 26 | 162.7 |
| a222oi | 68 | 680.7 |
| ha | 303 | 3791 |
| mux2i | 92 | 920.9 |
| inv | 1184 | 4444 |
| or2 | 140 | 875.8 |
per-stage QoR:
stage                     util [%]  setup slack [ns]  instance area (sq um)  hold slack, ns
after CTS                    56.10             12.91                 243900          0.4893
after detailed placement     52.75             14.02                 229400          0.4776
final                        56.15             12.79                 244200          0.4865
after global placement       52.75             13.97                 229400          0.4640
after floorplan                  -             16.11                 218500          0.4701
after global routing         56.12             12.35                 244000          0.5090
critical path, delay by kind of cell (launching register included):
family / cells / cell delay [ns]
AND-OR/OR-AND: 14 / 4.10
XOR/XNOR: 1 / 0.69
adder cells (fa/ha/maj): 8 / 3.78
buffers and inverters: 6 / 1.31
flip-flops: 1 / 0.70
multiplexers: 1 / 0.38
AND/OR/NAND/NOR: 7 / 1.87
cell usage in the layout, fill, tap and decap left out, types with 86 or more instances in the layout:
| cell | count |
|---|---|
| a22oi_1 | 485 |
| diode_2 | 96 |
| o21ai_0 | 161 |
| clkdlybuf4s50_1 | 144 |
| and2_1 | 207 |
| a22o_1 | 734 |
| clkbuf_16 | 446 |
| inv_1 | 1184 |
| a221oi_1 | 730 |
| nor2_1 | 245 |
| ha_1 | 303 |
| a21oi_1 | 120 |
| or2_2 | 139 |
| nand4_1 | 300 |
| nand2_4 | 86 |
| nand2_1 | 554 |
| buf_4 | 698 |
| nor2_4 | 104 |
| nand3_1 | 107 |
| fa_1 | 944 |
| dfrtp_1 | 4230 |
| mux2_2 | 4132 |
| clkbuf_1 | 112 |
| clkbuf_8 | 121 |
| nor3_1 | 87 |
cells by family (layout without fill, tap and decap cells):
kind of cell	count (synthesis)	count (layout)	synth area share (%)
XOR/XNOR	92	92	0.3688
AND-OR/OR-AND	2627	2627	9.735
flip-flops	4230	4230	48.45
other	0	96	0
adder cells (fa/ha/maj)	1247	1247	10.39
AND/OR/NAND/NOR	2035	2035	4.626
buffers and inverters	2685	2930	4.632
multiplexers	4232	4232	21.80
