## flow/run.sh

```bash
#!/bin/bash
# OpenROAD 26Q1-2900-gdf79404cd8, Yosys 0.63+post, stock flow scripts
make -C /OpenROAD-flow-scripts/flow DESIGN_CONFIG=/design/flow/config.mk WORK_HOME=/design/flow/orfs finish
```

## flow/constraint.sdc

```tcl
current_design register_rename_table

set clk_period 13.3
set clk_io_pct 0.2

create_clock -name clk0 -period $clk_period [get_ports {clk_i}]

set non_clock_inputs [all_inputs -no_clocks]
set_input_delay [expr $clk_period * $clk_io_pct] -clock clk0 $non_clock_inputs
set_output_delay [expr $clk_period * $clk_io_pct] -clock clk0 [all_outputs]
```

## flow/design.v

```verilog
module register_rename_table #(
    parameter int unsigned ARCH_REGS      = 32,    
    parameter int unsigned PHYS_REGS      = 64,    
    parameter int unsigned XLEN           = 32,    
    parameter int unsigned ISSUE_WIDTH    = 4      
) (
    input  logic                        clk_i,
    input  logic                        rst_ni,
    input  logic [ISSUE_WIDTH-1:0]      rename_valid_i,
    input  logic [ISSUE_WIDTH*5-1:0]    arch_rs1_i,       
    input  logic [ISSUE_WIDTH*5-1:0]    arch_rs2_i,
    input  logic [ISSUE_WIDTH*5-1:0]    arch_rd_i,
    output logic [ISSUE_WIDTH-1:0]      rename_ready_o,
    output logic [ISSUE_WIDTH*$clog2(PHYS_REGS)-1:0] phys_rs1_o,   
    output logic [ISSUE_WIDTH*$clog2(PHYS_REGS)-1:0] phys_rs2_o,
    output logic [ISSUE_WIDTH*$clog2(PHYS_REGS)-1:0] phys_rd_o,
    output logic [ISSUE_WIDTH*$clog2(PHYS_REGS)-1:0] old_phys_rd_o,
    input  logic [ISSUE_WIDTH-1:0]      commit_valid_i,
    input  logic [ISSUE_WIDTH*$clog2(PHYS_REGS)-1:0] commit_phys_rd_i,
    output logic                        commit_ready_o,
    output logic                        free_list_empty_o,
    output logic [$clog2(PHYS_REGS):0]  free_count_o
);
  localparam int unsigned PHYS_IDX_W  = $clog2(PHYS_REGS);
  localparam int unsigned FL_DEPTH    = (PHYS_REGS - ARCH_REGS);
  localparam int unsigned FL_COUNT_W  = $clog2(FL_DEPTH + 1);
  logic [4:0]          arch_rs1_lane [0:ISSUE_WIDTH-1];
  logic [4:0]          arch_rs2_lane [0:ISSUE_WIDTH-1];
  logic [4:0]          arch_rd_lane  [0:ISSUE_WIDTH-1];
  logic [PHYS_IDX_W-1:0] commit_phys_rd_lane [0:ISSUE_WIDTH-1];
  logic [PHYS_IDX_W-1:0] phys_rs1_lane [0:ISSUE_WIDTH-1];
  logic [PHYS_IDX_W-1:0] phys_rs2_lane [0:ISSUE_WIDTH-1];
  logic [PHYS_IDX_W-1:0] phys_rd_lane  [0:ISSUE_WIDTH-1];
  logic [PHYS_IDX_W-1:0] old_phys_rd_lane [0:ISSUE_WIDTH-1];
  genvar g;
  generate
    for (g = 0; g < ISSUE_WIDTH; g = g + 1) begin : gen_lane_map
      assign arch_rs1_lane[g] = arch_rs1_i[g*5 +: 5];
      assign arch_rs2_lane[g] = arch_rs2_i[g*5 +: 5];
      assign arch_rd_lane[g]  = arch_rd_i[g*5 +: 5];
      assign commit_phys_rd_lane[g] = commit_phys_rd_i[g*PHYS_IDX_W +: PHYS_IDX_W];
      assign phys_rs1_o[g*PHYS_IDX_W +: PHYS_IDX_W]     = phys_rs1_lane[g];
      assign phys_rs2_o[g*PHYS_IDX_W +: PHYS_IDX_W]     = phys_rs2_lane[g];
      assign phys_rd_o[g*PHYS_IDX_W +: PHYS_IDX_W]      = phys_rd_lane[g];
      assign old_phys_rd_o[g*PHYS_IDX_W +: PHYS_IDX_W]  = old_phys_rd_lane[g];
    end
  endgenerate
  logic [PHYS_IDX_W-1:0] rename_table [ARCH_REGS];
  logic [PHYS_IDX_W-1:0] free_list [FL_DEPTH];
  logic [FL_COUNT_W-1:0] free_list_count_q, free_list_count_d;
  logic [ISSUE_WIDTH-1:0]               needs_alloc;
  logic [ISSUE_WIDTH-1:0]               can_allocate;
  logic [PHYS_IDX_W-1:0]               allocated_phys_rd [ISSUE_WIDTH];
  integer                               alloc_index [0:ISSUE_WIDTH-1];
  integer                               total_alloc;
  logic [ISSUE_WIDTH-1:0] free_en;
  integer                 total_free;
  integer                 free_offset;
  integer                 free_count_after_alloc;
  integer                 next_count;
  integer                 free_count_int_can;
  integer                 free_count_int_alloc;
  integer i_alloc;
  integer i_can;
  integer i_alloc2;
  integer j_init;
  integer i_out;
  integer i_commit;
  integer i_reset;
  integer i_reset_fl;
  integer i_seq_rename;
  integer i_seq_free;
  always @(*) begin
    total_alloc = 0;
    for (i_alloc = 0; i_alloc < ISSUE_WIDTH; i_alloc = i_alloc + 1) begin
      needs_alloc[i_alloc]  = rename_valid_i[i_alloc] && (arch_rd_lane[i_alloc] != 5'd0);
      alloc_index[i_alloc]  = total_alloc;
      if (needs_alloc[i_alloc]) begin
        total_alloc++;
      end
    end
  end
  always @(*) begin
    free_count_int_can = free_list_count_q;
    for (i_can = 0; i_can < ISSUE_WIDTH; i_can = i_can + 1) begin
      if (!rename_valid_i[i_can]) begin
        can_allocate[i_can] = 1'b0;
      end else if (!needs_alloc[i_can]) begin
        can_allocate[i_can] = 1'b1;
      end else begin
        can_allocate[i_can] = (free_count_int_can > alloc_index[i_can]);
      end
    end
  end
  always @(*) begin
    free_count_int_alloc = free_list_count_q;
    for (i_alloc2 = 0; i_alloc2 < ISSUE_WIDTH; i_alloc2 = i_alloc2 + 1) begin
      if (rename_valid_i[i_alloc2] && needs_alloc[i_alloc2] && can_allocate[i_alloc2]) begin
        allocated_phys_rd[i_alloc2] = free_list[free_count_int_alloc - 1 - alloc_index[i_alloc2]];
      end else begin
        allocated_phys_rd[i_alloc2] = '0;
      end
    end
  end
  always @(*) begin
    rename_ready_o = '0;
    for (j_init = 0; j_init < ISSUE_WIDTH; j_init = j_init + 1) begin
      phys_rs1_lane[j_init]    = '0;
      phys_rs2_lane[j_init]    = '0;
      phys_rd_lane[j_init]     = '0;
      old_phys_rd_lane[j_init] = '0;
    end
    for (i_out = 0; i_out < ISSUE_WIDTH; i_out = i_out + 1) begin
      if (rename_valid_i[i_out] && can_allocate[i_out]) begin
        rename_ready_o[i_out] = 1'b1;
        phys_rs1_lane[i_out] = (arch_rs1_lane[i_out] != 5'd0) ? rename_table[arch_rs1_lane[i_out]] : '0;
        phys_rs2_lane[i_out] = (arch_rs2_lane[i_out] != 5'd0) ? rename_table[arch_rs2_lane[i_out]] : '0;
        phys_rd_lane[i_out]     = needs_alloc[i_out] ? allocated_phys_rd[i_out] : '0;
        old_phys_rd_lane[i_out] = (arch_rd_lane[i_out] != 5'd0) ? rename_table[arch_rd_lane[i_out]] : '0;
      end
    end
  end
  always @(*) begin
    total_free = 0;
    for (i_commit = 0; i_commit < ISSUE_WIDTH; i_commit = i_commit + 1) begin
      free_en[i_commit] = commit_valid_i[i_commit] && (commit_phys_rd_lane[i_commit] != '0);
      if (free_en[i_commit]) begin
        total_free++;
      end
    end
  end
  always @(*) begin
    next_count = free_list_count_q - total_alloc + total_free;
    free_count_after_alloc = free_list_count_q - total_alloc;
    if (free_count_after_alloc < 0) begin
      free_count_after_alloc = 0;
    end
    if (next_count < 0) begin
      free_list_count_d = '0;
    end else if (next_count > FL_DEPTH) begin
      free_list_count_d = FL_COUNT_W'(FL_DEPTH);
    end else begin
      free_list_count_d = FL_COUNT_W'(next_count);
    end
  end
  assign free_list_empty_o = (free_list_count_q == 0);
  assign free_count_o      = free_list_count_q;
  assign commit_ready_o    = 1'b1;   
  always @(posedge clk_i or negedge rst_ni) begin
    if (!rst_ni) begin
      for (i_reset = 0; i_reset < ARCH_REGS; i_reset = i_reset + 1) begin
        rename_table[i_reset] <= i_reset;
      end
      for (i_reset_fl = 0; i_reset_fl < FL_DEPTH; i_reset_fl = i_reset_fl + 1) begin
        free_list[i_reset_fl] <= (ARCH_REGS + i_reset_fl);
      end
      free_list_count_q <= FL_COUNT_W'(FL_DEPTH);
    end else begin
      for (i_seq_rename = 0; i_seq_rename < ISSUE_WIDTH; i_seq_rename = i_seq_rename + 1) begin
        if (rename_valid_i[i_seq_rename] && needs_alloc[i_seq_rename] && can_allocate[i_seq_rename]) begin
          rename_table[arch_rd_lane[i_seq_rename]] <= allocated_phys_rd[i_seq_rename];
        end
      end
      free_offset = 0;
      for (i_seq_free = 0; i_seq_free < ISSUE_WIDTH; i_seq_free = i_seq_free + 1) begin
        if (free_en[i_seq_free]) begin
          free_list[free_count_after_alloc + free_offset] <= commit_phys_rd_lane[i_seq_free];
          free_offset++;
        end
      end
      free_list_count_q <= free_list_count_d;
    end
  end
endmodule
```

## flow/config.mk

```make
export PLATFORM = sky130hd
export DESIGN_NAME = register_rename_table
export DESIGN_NICKNAME = register_rename_table
export VERILOG_FILES = /design/flow/design.v
export SDC_FILE = /design/flow/constraint.sdc
export NUM_CORES = 4
export LEC_CHECK = 1
export CORE_UTILIZATION = 50
```

==> flow_summary.toml <==
# generated from flow reports
[logic_synthesis]
synthFlopType = "dfrtp_1"
ys_sh_adder_pct = 1.01
async_reset_ff_share_pct = 100
compound_area_share_pct = 40.5
syn_area_per_cell_um2 = 7.10
post_synth_xor_area_fraction_pct = 0.446
synth_cells = 7698
yosys-mux-area-fraction_pct = 10.5
yosysChipArea_um2 = 54700
yosys-dominant-comb-family = "AND-OR/OR-AND gates"
yosys_cells = 7698
synth_seq_share_pct = 18.3
synth.cellmix.simpleShare_pct = 22.6
count_of_different_cell_masters_after_synthesis = 119
syn_area_um2 = 54700
ys_ff = 390
yosys_warnings = 13
edf_count = 0

[run_status]
first-error = "[ERROR GRT-0116] Global routing finished with congestion. Check the congestion regions in the DRC Viewer."
run_status = "did not finish"
haltStage = "global routing (5_1_grt)"

[die]
rows = 120
initial_core_util_pct = 50.7
io-pin-count = 203
chipWidth_um = 333
floorplan.die.height_um = 333

[placement]
routabilityCongestion = 1.38
port_buffers = 200
dpl.hpwl_um = 286000

[clock_tree]
h_tree_depth = 2
cts_setup_buffers = 0
clock_tree_buf_depth = 3
clock-sinks = 390
cts-root-buf = "clkbuf_16"
numCtsBuffers = 48
cts_hold_repair.buffers = 0
postCtsResizedCells = 0

[global_routing]
grt.overflow.total = 1193
grt_pass1_wl_um = 718000
first_global_vias = 82900
grtUsageTotal_pct = 90.9
largest_net_degree_at_the_start_of_global_routing = 124
-- layer usage --
layer | GRT usage (%) | overflow
met1 | 91.8 | 129
met2 | 98.3 | 477
met3 | 84.5 | 212
met4 | 89.5 | 351
met5 | 62.7 | 24
-- per-stage QoR --
| stage | std cells | setup WS, ns | utilization (%) | cell area [um^2] | power, mW |
|---|---|---|---|---|---|
| after CTS | 9028 | 1.89 | 56.2 | 60500 | 17.1 |
| after detailed placement | 8938 | 1.92 | 54.5 | 58800 | 15.5 |
| after global placement | 8938 | 1.96 | 54.5 | 58800 | 15.6 |
| after floorplan | 7700 | 3.57 | - | 54700 | 8.56 |
-- Yosys cell counts (26+ instances only) --
master    number  area [um^2]
nand2_1      861         3230
nor2_1       721         2710
clkbuf_1     661         2480
a21oi_1      580         2900
o21ai_0      453         2270
a22oi_1      428         3210
mux2i_1      426         4260
nand3_1      305         1530
a22o_1       284         2490
a221oi_1     278         2430
nor3_1       215         1080
dfrtp_1      197         4930
dfstp_2      193         5070
a31oi_1      190         1190
a211oi_1     183         1370
nand4_1      156          976
o211ai_1     115          863
mux2_2        97         1090
buf_2         88          440
o22ai_1       71          444
buf_1         65          244
and2_1        62          388
and3_1        60          375
a32oi_1       59          517
a222oi_1      58          581
nor2b_1       54          338
o211a_1       53          531
inv_1         51          191
nand2b_1      44          275
o21ai_1       40          200
o21a_1        38          285
a311oi_1      35          307
ha_1          35          438
nor3_2        27          270
nand3b_1      26          195
-- cells by family after synthesis --
kind of cell               after synthesis
other                                    2
adders and majority gates               41
AOI/OAI and AO/OA                     3132
muxes                                  540
xor gates and xnor gates                27
and+or+nand+nor                       2659
buffers and inverters                  907
DFF                                    390
Power and IR drop assume default switching activity.
